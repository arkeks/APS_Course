==> /design/flow/design.v <==
module RAM
#
(
  parameter WIDTH     = 32,
            DEPTH     = 256
)
(
  input  logic               clk,
  input  logic               wr_en,
  input  logic [WIDTH - 1:0] adr,
  input  logic [WIDTH - 1:0] wr_data,
  output logic [WIDTH - 1:0] rd_data
);
logic [WIDTH - 1:0] ram [DEPTH - 1:0];
always_ff @(posedge clk)
  if (wr_en)
    ram[adr[9:2]] <= wr_data;
assign rd_data = ram[adr[9:2]];
endmodule
==> /design/flow/run.sh <==
#!/bin/bash
# OpenROAD 26Q1-2900-gdf79404cd8, Yosys 0.63+post, stock flow scripts
make -C /OpenROAD-flow-scripts/flow DESIGN_CONFIG=/design/flow/config.mk WORK_HOME=/design/flow/orfs finish
==> /design/flow/config.mk <==
export PLATFORM = sky130hd
export DESIGN_NAME = RAM
export DESIGN_NICKNAME = RAM
export VERILOG_FILES = /design/flow/design.v
export SDC_FILE = /design/flow/constraint.sdc
export NUM_CORES = 4
export LEC_CHECK = 1
export CORE_UTILIZATION = 40
export SYNTH_MEMORY_MAX_BITS = 65536
==> /design/flow/constraint.sdc <==
current_design RAM

set clk_period 42.1
set clk_io_pct 0.2

create_clock -name clk0 -period $clk_period [get_ports {clk}]

set non_clock_inputs [all_inputs -no_clocks]
set_input_delay [expr $clk_period * $clk_io_pct] -clock clk0 $non_clock_inputs
set_output_delay [expr $clk_period * $clk_io_pct] -clock clk0 [all_outputs]
==> notes.md <==
Flow results are below.

- Among the stages of the critical path, the cell type that occurs most often is sky130_fd_sc_hd__buf_4.
- The total tool warning count is 50, for reference.
- The shortest clock period the worst path allows after layout is 25.81 ns, for reference.
- The total die area is 774000 µm², for reference.
- The final wirelength is 837 mm, for reference.
- The clock passes through at most 4 buffers.
- The post-detailed-placement half-perimeter wirelength is 476 mm, for reference.
- The portion of total power attributed to the clock network is 0.408, for reference.
- The overall fraction of global-route tracks in use is 0.240, for reference.
- For reference, the clock transition at the flip-flops on the worst setup and hold paths is 0.06 ns.
- The worst setup path is of the in -> out kind.
- The static power due to leakage is 0.106 µW, for reference.
- In the layout the commonest cells are sky130_fd_sc_hd__edfxtp_1 (8192), sky130_fd_sc_hd__mux4_2 (2048), sky130_fd_sc_hd__a22oi_1 (1024), sky130_fd_sc_hd__clkbuf_16 (787), sky130_fd_sc_hd__buf_4 (786).
- The final timing report counts setup violations totalling 0.
- The CTS tree is yes, for reference.
- The count of synthesis-stage warnings from yosys is 1, for reference.
- The pre-CTS setup check shows a worst slack of 15.85 ns.
- The longest individual stage delay on the worst path is 0.94 ns, for reference.
- The register with the most flip-flops in the layout has 8192 of them.
- Endpoints failing hold in the final report were tallied at 0.
- The floorplan step set the die width to 880 µm.
- The height of the chip is 880 µm, for reference.
- The highest supply drop recorded on VDD is 0.0489 mV.
- The power report puts the net switching power at 3590 µW.
- The relative slew slack is 0.272, for reference.
- Setup repair after global routing left no endpoint under its margin.
- The share of post-route cells with drive strength above 1 is 0.295, for reference.
- The synthesized cell area is 308000 µm², for reference.
- The master cell of the clock root buffer is sky130_fd_sc_hd__clkbuf_16, for reference.
- The power report attributes to the combinational group a share of 0.048.
- The residual DRC count is 0, for reference.
- The largest combinational cell category by area is multiplexers, for reference.
- Entering global routing, the biggest net connects 92 pins.
- According to the Yosys statistics, the synthesized design has a chip area of 308000 µm².
- Looking at the max-slew report, the worst-margin pin has a slew of 1.09 ns.
- The number of buffers inserted by hold repair at cts is 0, for reference.
- Counting instances, the worst hold path has a depth of 1.
- Routability-driven placement finished with a final weighted congestion of 0.898.
- Per the layout report, the design carries 61.8k filler cells.
- Per the synthesis report, the simple-gate share of the synthesized area is 0.00490.
- The type of element launching the critical path is a primary input, for reference.
- The post-synthesis cell type count is 21, for reference.
- In this run, the synthesized area fraction spent on xor and xnor cells is recorded as 0.
- The synthesis-to-finish area growth is 14.2%, for reference.
- For this block, the initial DRC count from the detailed router was 9553.
- Of the total synthesized cell area, the portion taken by full adders, half adders and majority gates is 0.
- The synthesized netlist cell count is 13.1k, for reference.
- The total count of max-transition violations in the final report is 0, for reference.
- The quantity of I/O buffers inserted on ports is 73, for reference.
- The number of global-route vias before repair came to 160k.
- In this run, CTS created clock tree buffers numbering 785.
- Traced cell by cell, the critical path runs through buf_16 > buf_4 > buf_4 > buf_12 > buf_4 > buf_4 > buf_4 > buf_4 > buf_4 > mux4_2 > a22oi_1 > a21oi_1 > o41ai_2 > buf_4 > nand4_1 > clkdlybuf4s50_1.
- The worst hold-check path type is in -> reg, for reference.
- The detailed router placed 144k vias in this run.
- The post-synthesis sequential area ratio is 0.798, for reference.
- In this run, the synthesized area fraction spent on AND-OR/OR-AND gates is recorded as 0.0369.
- In this run, synthesis produced a sequential element count of 8192.
- For this configuration, the core starts out at a cell density of 0.401.
- The achievable frequency is 38.7 MHz, for reference.
- The first-pass iteration count of the detailed router is 7, for reference.
- The power density normalized to cell area is 46.9 nW/µm², for reference.
- The area fraction in mux cells is 0.150, for reference.
- Data on the critical path arrives at its endpoint at 17.39 ns.
- The top cell type in the final layout, fill and taps aside, is sky130_fd_sc_hd__edfxtp_1.
- The H-tree level count is 6, for reference.
- The worst path meets setup with 16.29 ns of slack.
- The detailed-route vias per instance is 5.81, for reference.
- The max-cap violation count is 0, for reference.
- Per the detail_route report, routed wire per instance is 33.8 µm.
- The standard cell core area is 768000 µm², for reference.
- The leftover overflow at the end of global routing is 0, for reference.
- Cell internal power was estimated by the tool at 12900 µW.
- The count of instances resized after the clock tree is built is 0, for reference.
- The first-pass GRT wire length is 1180 mm, for reference.
- Once layout is complete, the utilization of the core stands at 0.458.
- Of the total power, registers draw 0.544.
- According to the CTS report, the clock sink count is 8192.
- The initial antenna violation count is 39, for reference.
- The number of nets with antenna violations after routing is 0, for reference.
- The OpenROAD report gives the critical path a required time of 33.68 ns.
- The script computed the net switching share of total power as 0.217.
- Post-route period utilization is reported as 0.613.
- The type of element capturing the critical path is a primary output, for reference.
- The flow ran to the end, and the final reports show no timing, DRC or antenna violations.
- For this design the top-level I/O count stands at 98.
- The cell count in the Yosys report is 13.1k, for reference.
- The report shows a maximum critical-path fanout of 63.
- The number of setup buffers added after CTS is 0, for reference.
- The number of rows in the core area is 322, for reference.
- Hold is met by 7.52 ns.
- The setup total negative slack is 0 ns, for reference.
- The mean post-synth cell area is 23.6 µm², for reference.
- The cell at the slowest stage of the critical path is sky130_fd_sc_hd__o41ai_2, for reference.
## path summary, 6_finish.rpt
path,slack (ns),from,endpoint
max,16.29,adr[2],rd_data[6]
min,7.52,wr_data[13],ram[242][13]$_DFFE_PP_
## area by class of cell
class / instances / area (µm²) / share of cell area
clock inverters: 439 / 4090 / 0.0116
multi-input cells: 4066 / 61800 / 0.175
flip-flops and latches: 8192 / 246000 / 0.698
inverters: 1 / 3.75 / 0.0000107
clock buffers: 978 / 20400 / 0.0580
well taps: 10200 / 12800 / 0.0363
diodes: 25 / 62.6 / 0.000178
repair buffers: 872 / 7090 / 0.0201
## metrics by stage
stage	total power, µW	instance area, µm²	std cells
finish	16500	352000	24800
global placement	9960	328000	23300
detailed placement	9970	328000	23300
CTS	16600	352000	24800
global route	17000	352000	24800
floorplan	9540	308000	13100
## kinds of logic (layout without fill, tap and decap cells)
| kind of cell | Yosys count | after routing |
|---|---|---|
| DFF | 8192 | 8192 |
| muxes | 2048 | 2048 |
| AOI/OAI and AO/OA | 1664 | 1664 |
| buffers and inverters | 797 | 2290 |
| and+or+nand+nor | 354 | 354 |
| other | 0 | 25 |
## critical path, delay by kind of cell
family / cells / cell delay, ns
buffers and inverters: 11 / 6.01
AND-OR/OR-AND: 3 / 1.44
multiplexers: 1 / 0.57
AND/OR/NAND/NOR: 1 / 0.55
## metal layers
layer	global-route usage	routed length [µm]	vias to the layer above	part of all wire
met3	0.217	171000	1377	0.20
met5	0.0202	1930	-	0.0023
met4	0.0846	40400	48	0.048
met1	0.260	243000	73700	0.29
met2	0.336	381000	10100	0.46
li1	-	-	58600	-
## cell usage after synthesis (all sizes together)
| cell | number | area [µm²] |
|---|---|---|
| nand4 | 32 | 200 |
| or3 | 1 | 6.26 |
| nor3 | 30 | 150 |
| nand2 | 28 | 105 |
| nand3 | 13 | 65.1 |
| o41ai | 128 | 1120 |
| nand2b | 6 | 37.5 |
| mux4 | 2048 | 46100 |
| nor2b | 7 | 43.8 |
| a22oi | 1024 | 7690 |
| edfxtp | 8192 | 246000 |
| a21oi | 512 | 2560 |
| nor2 | 232 | 871 |
| clkbuf | 498 | 1870 |
| inv | 1 | 3.75 |
| or2 | 2 | 12.5 |
| buf | 298 | 1490 |
| and2 | 3 | 18.8 |
## power groups by stage
stage	combinational (µW)	sequential, µW	clock, µW
CTS	803	8990	6850
global route	851	8990	7150
finish	798	8990	6740
No activity file was given, so power comes from the tool's default toggle rates.
