<file path="/design/flow/run.sh">
#!/bin/bash
# OpenROAD 26Q1-2900-gdf79404cd8, Yosys 0.63+post, stock flow scripts
make -C /OpenROAD-flow-scripts/flow DESIGN_CONFIG=/design/flow/config.mk WORK_HOME=/design/flow/orfs finish
</file>
<file path="/design/flow/config.mk">
export PLATFORM = sky130hd
export DESIGN_NAME = adder_32bit
export DESIGN_NICKNAME = adder_32bit
export VERILOG_FILES = /design/flow/design.v
export SDC_FILE = /design/flow/constraint.sdc
export NUM_CORES = 4
export LEC_CHECK = 1
export CORE_AREA = 10 10 91 91
export DIE_AREA = 0 0 101 101
</file>
<file path="/design/flow/constraint.sdc">
current_design adder_32bit

set clk_period 16.2
set clk_io_pct 0.2

create_clock -name clk0 -period $clk_period

set non_clock_inputs [all_inputs -no_clocks]
set_input_delay [expr $clk_period * $clk_io_pct] -clock clk0 $non_clock_inputs
set_output_delay [expr $clk_period * $clk_io_pct] -clock clk0 [all_outputs]
</file>
<file path="/design/flow/design.v">
module adder_32bit (
  input  [31:0] a,
  input  [31:0] b,
  input         Pin,
  output [31:0] S,
  output        Pout
 );
 wire [30:0] P;
 genvar i;
 generate
  for (i = 0; i < 32; i = i + 1) begin : gen_32_adders
    if (i == 0) begin
      full_adder adder (
	     .a(a[i]),
		  .b(b[i]),
		  .Pin(Pin),
		  .S(S[i]),
		  .Pout(P[i])
		  );
    end else if (i < 31) begin
	   full_adder adder (
		  .a(a[i]),
		  .b(b[i]),
		  .Pin(P[i-1]),
		  .S(S[i]),
		  .Pout(P[i])
		  );
	 end else begin
	   full_adder adder (
		  .a(a[i]),
		  .b(b[i]),
		  .Pin(P[i-1]),
		  .S(S[i]),
		  .Pout(Pout)
		  );
	 end
   end
 endgenerate
 endmodule
module full_adder(
	input a,
	input b,
	input Pin,
	output S,
	output Pout
	);
	assign S    = a ^ b ^ Pin;
	assign Pout = (a & b) | (a & Pin) | (b & Pin);
endmodule
</file>
==> flow_metrics.py <==
# Physical implementation metrics
metrics = {
    "detailed_routing": {
        "wl_per_cell_um": 11.9,
        "num_vias": 692,
        "drtIter0Drc": 0,
        "avgViaCountPerCell": 3.19,
        "n_antenna_cell": 0,
        "drc": 0,
        "first_pass_iters": 1,
        "ant_nets": 0,
        "totalWireLength_um": 2580,
    },
    "finish": {
        "finish.utilization_pct": 28.6,
        "layout.clock_buffers": 0,
        "fin_cells": 217,
        "syn_to_final_growth_pct": 98.0,
        "ff_latch_area_um2": 0,
        "lay_top_cells": "clkdlybuf4s50_1 (86), fa_2 (31), buf_2 (7)",
        "fillers": 627,
        "drive_gt1_share_pct": 32.1,
        "mostFrequentLayoutCell": "clkdlybuf4s50_1",
        "comb_area_um2": 718,
        "seq_cell_count": 0,
    },
    "clock_tree": {
        "post_cts_buffers": 0,
        "hold_buffers": 0,
    },
    "grt": {
        "grt_usage_pct": 4.98,
        "grt_pass1_vias": 842,
        "grt_first_pass_wirelength_um": 4170,
        "grt_max_degree": 2,
        "grt.overflow.total": 0,
        "antenna_found_initial": 0,
    },
    "sta": {
        "drv_slew": 0,
        "slew_headroom_pct": 92.6,
        "setup_viol": 6,
        "tightest_slew_ns": 0.110,
        "hold_viol": 0,
        "period_needed_ns": 17.83,
        "fin_crit_sh_pct": 110,
        "fin_ws_ns": -1.63,
        "rsz0062_at_grt": "true",
        "fin_tns_setup_ns": -6.21,
        "fmax_ghz": 0.0561,
    },
    "pwr": {
        "pwr-share-clk_pct": 0,
        "power_w": 0.0000631,
        "peakVddDrop_uv": 13.6,
        "comb_power_share_pct": 100.0,
        "leakagePower_nw": 0.653,
        "intPower_w": 0.0000463,
        "p_per_area_nw_per_um2": 34.7,
        "seqPwrFrac_pct": 0,
        "p_sw_w": 0.0000167,
        "netSwitchingFraction_pct": 26.5,
    },
    "critical_path": {
        "path_delay_family": "adder cells",
        "crit_type": "in2out",
        "cp_slowest_cell": "clkdlybuf4s50_1",
        "cp-start-kind": "input port",
        "crit_top_cell": "fa_2",
        "critPathRequiredTime_ns": 12.96,
        "crit_cells": 38,
        "cp.arrival_ns": 14.59,
        "cp_slowest_stage_delay_ns": 0.39,
        "crit_path_end_kind": "output pin",
        "crit_buf_inv": 6,
        "cp_max_fo": 1,
    },
    "min_path": {
        "hp-class": "in2out",
        "hold-path-cell-count": 5,
    },
    "placed_design": {
        "globalplace.congestion": 0.691,
        "dp.cells": 217,
        "numPortBuffers": 98,
        "hpwl_um": 2590,
    },
    "floorplanning": {
        "dieHeight_um": 101,
        "fp_util_pct": 14.5,
        "core_um2": 6350,
        "die_x_um": 101,
        "ioPinCount": 98,
        "chipArea_um2": 10200,
        "rows": 29,
    },
    "yosys": {
        "yosys_cells": 74,
        "avgSynthCellArea_um2": 12.4,
        "top_area_share_pct": 69.8,
        "yosysChipArea_um2": 918,
        "ys_types": 3,
        "synth_warnings": 0,
        "yosysTopAreaCell": "fa_1",
        "top_cells_by_area": "fa_1 (70%), buf_4 (26%), inv_1 (4.1%)",
        "synth_cells": 74,
        "ys_seq_share_pct": 0,
        "synth_area_um2": 918,
    },
    "outcome": {
        "violations": "setup timing",
        "status": "finished with violations",
    },
    "flow_run": {
        "maxCapViolCount": 0,
        "tool_warnings": 35,
    },
}
==> Yosys cell counts <==
| cell | number |
|---|---|
| buf_4 | 32 |
| fa_1 | 32 |
| inv_1 | 10 |
==> power groups by stage <==
stage	logic (W)	registers, W	clock network (W)
6_report	0.0000631	0	0
5_1_grt	0.0000728	0	0
4_1_cts	0.0000656	0	0
==> logic make-up after synthesis <==
| kind of cell | synth area share, % |
|---|---|
| fa+ha+maj | 69.8 |
| buf+inv | 30.2 |
==> tightest hold or removal path, cell delays in order <==
cell	delay, ns
buf_6	0.10
inv_6	0.04
fa_2	0.18
inv_1	0.03
clkdlybuf4s50_1	0.39
==> repair_timing <==
item                                   CTS  global route
setup endpoints to repair                9             7
resized                                 37             0
pin swaps                                0             1
endpoints found under the hold margin    0             0
==> final cells by class <==
type               instances  area share [%]
inverters                 10            3.03
repair buffers            98            52.2
well taps                 77            5.30
multi-input cells         32            39.5
==> routing by layer <==
layer | up-vias | GRT usage (%) | wire [um]
met4 | 0 | 0 | 0
met3 | 0 | 4.44 | 703
li1 | 312 | - | -
met5 | - | 0 | 0
met2 | 78 | 6.29 | 843
met1 | 302 | 6.63 | 1040
==> worst paths after layout <==
path	start	end
worst max-delay path	a[0]	Pout
worst min-delay path	b[0]	S[0]
==> through the flow <==
stage / area, um^2 / hold slack [ns] / setup slack [ns]
2_1_floorplan: 1020 / 6.71 / -1.30
3_3_place_gp: 1850 / 7.54 / -2.52
3_5_place_dp: 1850 / 7.55 / -2.54
4_1_cts: 1820 / 7.23 / -1.74
5_1_grt: 1820 / 7.24 / -2.00
6_report: 1820 / 7.22 / -1.63
Power figures rest on the tool's default switching activity, not on a simulated workload.
