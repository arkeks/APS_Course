## /design/flow/run.sh

```bash
#!/bin/bash
# OpenROAD 26Q1-2900-gdf79404cd8, Yosys 0.63+post, stock flow scripts
make -C /OpenROAD-flow-scripts/flow DESIGN_CONFIG=/design/flow/config.mk WORK_HOME=/design/flow/orfs finish
```

## /design/flow/config.mk

```make
export PLATFORM = sky130hd
export DESIGN_NAME = decoder_riscv
export DESIGN_NICKNAME = decoder_riscv
export VERILOG_FILES = /design/flow/design.v
export SDC_FILE = /design/flow/constraint.sdc
export NUM_CORES = 4
export LEC_CHECK = 1
export CORE_AREA = 10 10 70 70
export DIE_AREA = 0 0 80 80
```

## /design/flow/constraint.sdc

```tcl
current_design decoder_riscv

set clk_period 3.7
set clk_io_pct 0.2

create_clock -name clk0 -period $clk_period

set non_clock_inputs [all_inputs -no_clocks]
set_input_delay [expr $clk_period * $clk_io_pct] -clock clk0 $non_clock_inputs
set_output_delay [expr $clk_period * $clk_io_pct] -clock clk0 [all_outputs]
```

## /design/flow/design.v

```verilog
module decoder_riscv (
  input  logic [31:0]  fetched_instr_i,
  output logic [1:0]   ex_op_a_sel_o,
  output logic [2:0]   ex_op_b_sel_o,
  output logic [4:0]   alu_op_o,
  output logic         mem_req_o,
  output logic         mem_we_o,
  output logic [2:0]   mem_size_o,
  output logic         gpr_we_a_o,
  output logic         wb_src_sel_o,
  output logic         illegal_instr_o,
  output logic         branch_o,
  output logic         jal_o,
  output logic         jalr_o
);
logic [6:0] op_code;
logic [2:0] funct_3;
logic [6:0] funct_7;
assign op_code = fetched_instr_i[6:0];
assign funct_3 = fetched_instr_i[14:12];
assign funct_7 = fetched_instr_i[31:25];
always_comb
  case(op_code[6:2])
    5'b00_000:
		 begin
			ex_op_a_sel_o = 2'b00;
			ex_op_b_sel_o = 3'b001;
			alu_op_o      = 5'b00000;
			wb_src_sel_o  = 1'b1;
			mem_req_o     = 'd1;
			mem_we_o      = 'd0;
			branch_o      = 'd0;
			jal_o         = 'd0;
			jalr_o        = 'd0;
			if( (op_code[1:0] != 2'b11) || (funct_3 == 'd3) || (funct_3 == 'd6) || (funct_3 == 'd7) )
			  begin
				 illegal_instr_o = 'd1;
				 mem_size_o      = 'd0;
				 gpr_we_a_o      = 'd0;
			  end
			else
			  begin
				 illegal_instr_o = 'd0;
				 mem_size_o      = funct_3;
				 gpr_we_a_o      = 'd1;
			  end
		 end
	 5'b00_100:
		 begin
			ex_op_a_sel_o = 2'b00;
			ex_op_b_sel_o = 3'b001;
			wb_src_sel_o  = 1'b0;
			mem_req_o     = 'd0;
			mem_we_o      = 'd0;
			mem_size_o    = 'd0;
			branch_o      = 'd0;
			jal_o         = 'd0;
			jalr_o        = 'd0;
			if(op_code[1:0] != 2'b11)
			  begin
				 illegal_instr_o = 'd1;
				 alu_op_o        = 'd0;
				 gpr_we_a_o      = 'd0;
			  end
			else if(funct_3 == 'b101)
			  if (funct_7 != 'b0 && funct_7 != 'b0100000)
				 begin
					illegal_instr_o = 'd1;
					alu_op_o        = 'd0;
					gpr_we_a_o      = 'd0;
				 end
			  else
				 begin
					illegal_instr_o = 'd0;
					alu_op_o        = { {2'b0}, funct_3 };
					gpr_we_a_o      = 'd1;
				 end
			else if(funct_3 == 'd1 && funct_7 != 'd0)
			  begin
				 illegal_instr_o = 'd1;
				 alu_op_o        = 'd0;
				 gpr_we_a_o      = 'd0;
			  end
			else
			  begin
				 illegal_instr_o = 'd0;
				 alu_op_o        = { {2'b0}, funct_3 };
				 gpr_we_a_o      = 'd1;
			  end
		 end
    5'b00_101:
		 begin
			ex_op_a_sel_o = 2'b01;
			ex_op_b_sel_o = 3'b010;
			wb_src_sel_o  = 1'b0;
			alu_op_o      = 5'b00000;
			mem_req_o     = 'd0;
			mem_we_o      = 'd0;
			mem_size_o    = 'd0;
			branch_o      = 'd0;
			jal_o         = 'd0;
			jalr_o        = 'd0;
			if( (op_code[1:0] != 2'b11) )
			  begin
				 illegal_instr_o = 'd1;
				 gpr_we_a_o      = 'd0;
			  end
			else
			  begin
				 illegal_instr_o = 'd0;
				 gpr_we_a_o      = 'd1;
			  end
		 end
    5'b01_000:
		 begin
			ex_op_a_sel_o = 2'b00;
			ex_op_b_sel_o = 3'b011;
			wb_src_sel_o  = 1'b1;
			alu_op_o      = 5'b00000;
			mem_req_o     = 'd1;
			mem_we_o      = 'd1;
			gpr_we_a_o    = 'd0;
			branch_o      = 'd0;
			jal_o         = 'd0;
			jalr_o        = 'd0;
			if( (op_code[1:0] != 2'b11) || (funct_3 != 'd0 && funct_3 != 'd1 && funct_3 != 'd2) )
			  begin
				 illegal_instr_o = 'd1;
				 mem_size_o      = 'd0;
			  end
			else
			  begin
				 illegal_instr_o = 'd0;
				 mem_size_o      = funct_3;
			  end
		 end
    5'b01_100:
		 begin
			ex_op_a_sel_o = 2'b00;
			ex_op_b_sel_o = 3'b000;
			wb_src_sel_o  = 1'b0;
			mem_req_o     = 'd0;
			mem_we_o      = 'd0;
			mem_size_o    = 'd0;
			branch_o      = 'd0;
			jal_o         = 'd0;
			jalr_o        = 'd0;
			if( (op_code[1:0] != 2'b11) || (funct_7 != 'b0 && funct_7 != 7'b0100000) )
			  begin
				 illegal_instr_o = 'd1;
				 alu_op_o        = 'd0;
				 gpr_we_a_o      = 'd0;
			  end
			else
			  begin
				 illegal_instr_o = 'd0;
				 alu_op_o        = {funct_7[6:5], funct_3};
				 gpr_we_a_o      = 'd1;
			  end
		 end
    5'b01_101:
		 begin
			ex_op_a_sel_o = 2'b10;
			ex_op_b_sel_o = 3'b010;
			alu_op_o      = 5'b00000;
			wb_src_sel_o  = 1'b0;
			mem_req_o     = 'd0;
			mem_we_o      = 'd0;
			mem_size_o    = 'd0;
			branch_o      = 'd0;
			jal_o         = 'd0;
			jalr_o        = 'd0;
			if(op_code[1:0] != 2'b11)
			  begin
				 illegal_instr_o = 'd1;
				 gpr_we_a_o      = 'd0;
			  end
			else
			  begin
				 illegal_instr_o = 'd0;
				 gpr_we_a_o      = 'd1;
			  end
		 end
    5'b11_000:
		 begin
			ex_op_a_sel_o = 2'b00;
			ex_op_b_sel_o = 3'b000;
			mem_req_o     = 'd0;
			mem_we_o      = 'd0;
			mem_size_o    = 'd0;
			gpr_we_a_o    = 'd0;
			wb_src_sel_o  = 'd0;
			branch_o      = 'd1;
			jal_o         = 'd0;
			jalr_o        = 'd0;
			if( (op_code[1:0] != 2'b11) || (funct_3 == 'd2) || (funct_3 == 'b011) )
			  begin
				 illegal_instr_o = 'd1;
				 alu_op_o        = 'd0;
			  end
			else
			  begin
				 illegal_instr_o = 'd0;
				 alu_op_o        = {2'b11, funct_3};
			  end
		 end
    5'b11_001:
		 begin
			ex_op_a_sel_o = 2'b01;
			ex_op_b_sel_o = 3'b100;
			wb_src_sel_o  = 1'b0;
			alu_op_o      = 5'b00000;
			mem_req_o     = 'd0;
			mem_we_o      = 'd0;
			mem_size_o    = 'd0;
			branch_o      = 'd0;
			jal_o         = 'd0;
			jalr_o        = 'd1;
			if(op_code[1:0] != 2'b11 || funct_3 != 'd0)
			  begin
				 illegal_instr_o = 'd1;
				 gpr_we_a_o      = 'd0;
			  end
			else
			  begin
				 illegal_instr_o = 'd0;
				 gpr_we_a_o      = 'd1;
			  end
		 end
    5'b11_011:
		 begin
			ex_op_a_sel_o = 2'b01;
			ex_op_b_sel_o = 3'b100;
			wb_src_sel_o  = 1'b0;
			alu_op_o      = 5'b00000;
			mem_req_o     = 'd0;
			mem_we_o      = 'd0;
			mem_size_o    = 'd0;
			branch_o      = 'd0;
			jal_o         = 'd1;
			jalr_o        = 'd0;
			if(op_code[1:0] != 2'b11)
			  begin
				 illegal_instr_o = 'd1;
				 gpr_we_a_o      = 'd0;
			  end
			else
			  begin
				 illegal_instr_o = 'd0;
				 gpr_we_a_o      = 'd1;
			  end
		 end
    5'b00_011:
		 begin
			ex_op_a_sel_o   = 'd0;
			ex_op_b_sel_o   = 'd0;
			alu_op_o        = 'd0;
			mem_req_o       = 'd0;
			mem_we_o        = 'd0;
			mem_size_o      = 'd0;
			gpr_we_a_o      = 'd0;
			wb_src_sel_o    = 'd0;
			branch_o        = 'd0;
			jal_o           = 'd0;
			jalr_o          = 'd0;
			illegal_instr_o = 'd0;
			if(op_code[1:0] != 2'b11)
			  begin
				 illegal_instr_o = 'd1;
			  end
			else
			  begin
				 illegal_instr_o = 'd0;
			  end
		 end
    5'b11_100:
		 begin
			ex_op_a_sel_o   = 'd0;
			ex_op_b_sel_o   = 'd0;
			alu_op_o        = 'd0;
			mem_req_o       = 'd0;
			mem_we_o        = 'd0;
			mem_size_o      = 'd0;
			gpr_we_a_o      = 'd0;
			wb_src_sel_o    = 'd0;
			branch_o        = 'd0;
			jal_o           = 'd0;
			jalr_o          = 'd0;
			illegal_instr_o = 'd0;
			if(op_code[1:0] != 2'b11)
			  begin
				 illegal_instr_o = 'd1;
			  end
			else
			  begin
				 illegal_instr_o = 'd0;
			  end
		 end
    default:
		 begin
			ex_op_a_sel_o   = 'd0;
			ex_op_b_sel_o   = 'd0;
			alu_op_o        = 'd0;
			mem_req_o       = 'd0;
			mem_we_o        = 'd0;
			mem_size_o      = 'd0;
			gpr_we_a_o      = 'd0;
			wb_src_sel_o    = 'd0;
			branch_o        = 'd0;
			jal_o           = 'd0;
			jalr_o          = 'd0;
			illegal_instr_o = 'd1;
		 end
  endcase
endmodule
```

==> out/writeup.txt <==
Tally of max-capacitance violations: 0. Per the timing report, the biggest fanout along the worst path comes to 11. Counting endpoints that fail hold in the final report gives 0.

Post-CTS timing repair inserted 0 buffers for setup. Critical path launch point type: an input port. The routed via count divided by cell count came out at 4.61. Number of fill cells: 390. Per the gpl log, the routability congestion estimate is 0.950. The run gives 0.156 as the starting density of the core.

The post-route total power was 72.8 uW; the flop count was 0. The share of the cycle needed by the critical path after routing was 0.968. The die is 80 um tall. The count of warnings emitted by yosys is 1, and the area used by sequential logic in the layout is 0 sq um.

The run gives 117 ps for the smallest setup slack after layout. The tools report the number of antenna violations at the first check in global routing as 0. The final max-slew violation count recorded for this run is 0. Before antenna repair, the detailed router went through 4 iterations. Walking the worst path, the cells encountered are clkdlybuf4s50_1, or3b_1, a2111oi_2, a211o_1, nand4_1, clkdlybuf4s50_1. In the finished layout, the clock tree contains a buffer count of 0.

For this run, design rule violations remaining after detail routing come to 0. Counting only logic cells after layout, the most numerous master is sky130_fd_sc_hd__clkdlybuf4s50_1. The run gives 0.360 nW as the static leakage. For the minimum hold slack, the log shows 2480 ps.

Per the post-synthesis stats, the area per cell is 6.07 sq um. The required time at the worst endpoint is listed as 2960 ps. The half-perimeter wire length after detailed placement is 1.87 mm, and the sequential-to-total area share from yosys stat is 0. The total core area is 3420 sq um. The cell that appears most often on the critical path is sky130_fd_sc_hd__clkdlybuf4s50_1.

Entering global routing, the biggest net connects 12 pins. The run gives 0 ps for the summed negative setup slack over all endpoints. The count of hold buffers inserted by post-cts repair was 0; the footprint of the multi-input gates was 492 sq um. Per the post-synthesis report, the number of cells in the design is 88. IR analysis of the VDD net gives a maximum drop of 27.9 uV. For the global-route total usage across every layer, the log shows 0.0649. The flow ran to the end, and the final reports show no timing, DRC or antenna violations. TritonRoute output was used to compute an average wire per cell of 12.9 um. The run gives 38 for the quantity of I/O buffers inserted on ports. The total power divided by cell area was 73.5 nW/um^2. The worst hold path begins at fetched_instr_i[30]. The total vias in the final route came out at 789.

For the number of DRC violations after detailed-routing iteration 0, the log shows 36. The critical path data arrival time is 2840 ps. Setup repair after global routing left no endpoint under its margin. The minimum clock period after layout is 3580 ps. Per the GRT congestion report, total overflow comes to 0.

The run gives 600 ps for the delay of the slowest cell on the worst path. 53 I/O pins were placed. In this run the cell area of the synthesized design comes to 534 sq um. The cell count of the worst hold path was 4. For the worst setup slack before clock tree synthesis, the log shows 143 ps.

The tools report the end point of the most critical hold path as alu_op_o[3]. Yosys mapped the design onto 35 distinct sky130hd cell types. By instance count after routing, the leading logic cell types are 38 x sky130_fd_sc_hd__clkdlybuf4s50_1, 11 x sky130_fd_sc_hd__nor2_1, 7 x sky130_fd_sc_hd__nand2b_1, 7 x sky130_fd_sc_hd__nand2_1.

With the via count of the first global-routing pass at 755, the measured slew at the worst slew-check pin is 393 ps. The tool warning count for the run is 47. The worst path buffer plus inverter count is 2. Path type of the worst min-delay path: in2out. Once detail routing completed, the nets flagged for antenna violations numbered 0. The run gives 21 for the row count. Per the finish-stage timing summary, setup violations number 0. For the antenna diode count, the log shows 0. In this run the full chip footprint comes out at 6400 sq um.

Per the detailed-route log, wirelength across all metal layers totals 2.21 mm. The chip area estimate from yosys synthesis was 534 sq um; the synthesis-to-finish area growth was 85.2%. The share of post-route cells with drive strength above 1 is 0.0880.

The highest clock rate this design can be run at is 279 MHz. The nature of the critical path endpoint is an output pin. The logs give 0.737 for the normalized max-slew margin and 0 for the count of instances resized after the clock tree is built. The setup path with the least slack is of type in2out.

Measured along the x axis, the die boundary spans 80 um. The wire length of the first global-routing pass was 3.49 mm. The kind of cell with the highest combined delay along the critical path is buffers and inverters.

The run gives 88 for the yosys cell count. Per the STA report, the cell with the highest stage delay on the worst path is sky130_fd_sc_hd__clkdlybuf4s50_1.
==> worst max path at each step <==
| stage | slack, ps | start | end | cells past startpoint |
|---|---|---|---|---|
| 4_1_cts | 110 | fetched_instr_i[6] | alu_op_o[2] | 6 |
| 5_1_grt | 20 | fetched_instr_i[6] | alu_op_o[2] | 6 |
| 6_report | 120 | fetched_instr_i[6] | illegal_instr_o | 6 |
==> layer usage <==
layer | global-route usage | vias to the layer above | share of wire
met5 | 0 | - | 0
met4 | 0 | 0 | 0
met3 | 0.0193 | 0 | 0.074
met2 | 0.0995 | 30 | 0.43
met1 | 0.0923 | 350 | 0.50
li1 | - | 409 | -
==> cells in the mapped netlist, drive strengths merged, types with 3 or more instances <==
master | count | area share
o21ai | 3 | 0.028
a21oi | 6 | 0.056
nor4 | 4 | 0.075
a2111oi | 3 | 0.061
nand2b | 7 | 0.082
buf | 5 | 0.052
nor2 | 11 | 0.077
inv | 4 | 0.028
nand4 | 3 | 0.035
nand2 | 7 | 0.049
nor3 | 7 | 0.075
a211oi | 3 | 0.042
==> power breakdown <==
part	internal, mW	switching, mW	total, mW
sequential	0	0	0
combinational	0.0387	0.0341	0.0728
clock	0	0	0
==> cell families after synthesis <==
| family | synth area share |
|---|---|
| compound gates | 0.372 |
| buf+inv | 0.0937 |
| simple gates | 0.534 |
==> final cells by class <==
| type | instances | area share |
|---|---|---|
| Multi-Input combinational cell | 77 | 0.497 |
| Timing Repair Buffer | 44 | 0.430 |
| Tap cell | 46 | 0.0582 |
| Inverter | 4 | 0.0152 |
==> stage by stage <==
stage / instance area [sq um] / std cells / util
floorplan: 534 / 88 / -
global placement: 982 / 171 / 0.288
detailed placement: 982 / 171 / 0.288
CTS: 982 / 171 / 0.288
global route: 990 / 171 / 0.290
finish: 990 / 171 / 0.290
No activity file was given, so power comes from the tool's default toggle rates.
